## run.sh

```bash
#!/bin/bash
# OpenROAD 26Q1-2900-gdf79404cd8, Yosys 0.63+post, stock flow scripts
make -C /OpenROAD-flow-scripts/flow DESIGN_CONFIG=/design/flow/config.mk WORK_HOME=/design/flow/orfs finish
```

## config.mk

```make
export PLATFORM = sky130hd
export DESIGN_NAME = top
export DESIGN_NICKNAME = top
export VERILOG_FILES = /design/flow/design.v
export SDC_FILE = /design/flow/constraint.sdc
export NUM_CORES = 4
export LEC_CHECK = 1
export CORE_UTILIZATION = 50
```

## constraint.sdc

```tcl
current_design top

set clk_period 36.7
set clk_io_pct 0.2

create_clock -name clk0 -period $clk_period [get_ports {clk_in}]

set non_clock_inputs [all_inputs -no_clocks]
set_input_delay [expr $clk_period * $clk_io_pct] -clock clk0 $non_clock_inputs
set_output_delay [expr $clk_period * $clk_io_pct] -clock clk0 [all_outputs]
```

## design.v

```verilog
`default_nettype none
module digital_tube(
    input wire clk,
    input wire rstn,
    input wire en,
    input wire [15:0] data,
    output wire [3:0] sel,
    output wire [7:0] seg
);
    localparam PERIOD = 32'd25_000;
    reg [31:0] counter;
    always @(posedge clk) begin
        if (~rstn) begin
            counter <= 0;
        end
        else begin
            if (counter + 1 == PERIOD) 
                counter <= 0;
            else
                counter <= counter + 1;
        end
    end
    reg [1:0] select;
    always @(posedge clk) begin
        if (~rstn) begin
            select <= 0;
        end
        else begin
            if (counter + 1 == PERIOD) 
                select <= select + 1'b1;
        end
    end
    assign sel = (4'b1 << select);
    function [7:0] hex2dig;    
        input [3:0] hex;
        begin
            case (hex)
            4'h0    : hex2dig = 8'b1000_0001;    
            4'h1    : hex2dig = 8'b1100_1111;    
            4'h2    : hex2dig = 8'b1001_0010;    
            4'h3    : hex2dig = 8'b1000_0110;    
            4'h4    : hex2dig = 8'b1100_1100;    
            4'h5    : hex2dig = 8'b1010_0100;    
            4'h6    : hex2dig = 8'b1010_0000;    
            4'h7    : hex2dig = 8'b1000_1111;    
            4'h8    : hex2dig = 8'b1000_0000;    
            4'h9    : hex2dig = 8'b1000_0100;    
            4'hA    : hex2dig = 8'b1000_1000;    
            4'hB    : hex2dig = 8'b1110_0000;    
            4'hC    : hex2dig = 8'b1011_0001;    
            4'hD    : hex2dig = 8'b1100_0010;    
            4'hE    : hex2dig = 8'b1011_0000;    
            4'hF    : hex2dig = 8'b1011_1000;    
            default : hex2dig = 8'b1111_1111;
            endcase
        end
    endfunction
    assign seg = en ? hex2dig(data[select * 4 +: 4]) : 8'b1111_1110;  
endmodule
`default_nettype none
module top (
    input wire clk_in,
    input wire sys_rstn,
    input wire [7:0] dip_switch0,
    input wire [7:0] dip_switch1,
    input wire [7:0] dip_switch2,
    input wire [7:0] dip_switch3,
    input wire [7:0] dip_switch4,
    input wire [7:0] dip_switch5,
    input wire [7:0] dip_switch6,
    input wire [7:0] dip_switch7,
    input wire [7:0] user_key,
    output wire [31:0] led_light,
    output wire [7:0] digital_tube2,
    output wire digital_tube_sel2,
    output wire [7:0] digital_tube1,
    output wire [3:0] digital_tube_sel1,
    output wire [7:0] digital_tube0,
    output wire [3:0] digital_tube_sel0,
    input wire uart_rxd,
    output wire uart_txd
);
    reg [31:0] led_counter;
    localparam LED_PERIOD_SLOW = 32'd25_000_000;
    localparam LED_PERIOD_FAST = 32'd25_000_00;
    reg [31:0] light;
    reg led_speed;
    wire [31:0] led_period = led_speed ? LED_PERIOD_SLOW : LED_PERIOD_FAST;
    always @(posedge clk_in) begin
        if (~sys_rstn) begin
            led_counter <= 0;
            light <= 32'b0;
            led_speed <= 0;
        end
        else begin
            if (led_counter + 1 == led_period) begin
                if (light == 32'hFFFF_FFFF) begin    
                    led_speed <= ~led_speed;         
                    light <= 32'b0;
                end
                else begin
                    light <= {light[30:0], 1'b1};
                end
                led_counter <= 0;
            end
            else begin
                led_counter <= led_counter + 1;
            end
        end
    end
    assign led_light = ~light;
    wire [31:0] alu_A = ~({dip_switch3, dip_switch2, dip_switch1, dip_switch0});
    wire [31:0] alu_B = ~({dip_switch7, dip_switch6, dip_switch5, dip_switch4});
    wire [6:0] alu_op = ~user_key[6:0];
    function [32:0] alu;     
        input [31:0] a;
        input [31:0] b;
        input [6:0] op;
        begin
            alu[32] = 1'b1;
            case (op)
            7'b000_0001 : alu[31:0] = a & b;
            7'b000_0010 : alu[31:0] = a | b;
            7'b000_0100 : alu[31:0] = a ^ b;
            7'b000_1000 : alu[31:0] = a + b;
            7'b001_0000 : alu[31:0] = a - b;
            7'b010_0000 : alu[31:0] = $signed(a) >>> b[4:0];
            7'b100_0000 : alu[31:0] = (a << b[4:0]) | (a >> (32 - b[4:0]));
            default     : alu = 0;
            endcase
        end
    endfunction
    wire alu_valid;
    wire [31:0] alu_result;
    wire alu_sign = alu_valid & alu_result[31];
    wire [31:0] alu_abs = alu_result[31] ? -alu_result : alu_result;
    assign {alu_valid, alu_result} = alu(alu_A, alu_B, alu_op);
    wire uart_en = ~user_key[7];
    wire [1:0] uart_baud_sel;
    wire tx_start, tx_avai;
    wire rx_clear, rx_ready;
    wire [15:0] uart_period;
    wire [7:0] rx_data, tx_data;
    wire [23:0] baud_disp;
    reg [7:0] byte_disp;     
    uart_tx tx (
        .clk(clk_in), .rstn(sys_rstn), .period(uart_period), .txd(uart_txd), 
        .tx_start(tx_start), .tx_data(tx_data), .tx_avai(tx_avai)
    );
    uart_rx rx (
        .clk(clk_in), .rstn(sys_rstn), .period(uart_period), .rxd(uart_rxd),
        .rx_clear(rx_clear), .rx_data(rx_data), .rx_ready(rx_ready)
    );
    assign tx_data = rx_data;    
    assign tx_start = uart_en & rx_ready;
    assign rx_clear = (tx_start & tx_avai) | (~uart_en);   
    assign uart_baud_sel = ~(user_key[1:0]);
    assign uart_period = uart_baud_sel == 2'b11 ? 16'd217 :
                         uart_baud_sel == 2'b10 ? 16'd434  :
                         uart_baud_sel == 2'b01 ? 16'd651  :
                                                  16'd2604;
    assign baud_disp = uart_baud_sel == 2'b11 ? 24'h115200 :
                       uart_baud_sel == 2'b10 ? 24'h057600 :
                       uart_baud_sel == 2'b01 ? 24'h038400 :
                                                24'h009600;
    always @(posedge clk_in) begin
        if (~sys_rstn) begin
            byte_disp <= 0;
        end
        else begin
            if (uart_en & rx_ready) begin
                byte_disp <= byte_disp + 8'b1;
            end
        end
    end
    wire [31:0] digital_data;
    wire digital_en;
    assign digital_tube_sel2 = 1'b1;
    assign digital_tube2 = uart_en  ? 8'b1110_0000 : 
                           alu_sign ? 8'b1111_1110 : 
                                      8'b1111_1111;  
    assign digital_data = uart_en ? {byte_disp, baud_disp} : alu_abs;
    assign digital_en = uart_en | alu_valid;
    digital_tube d0 (
        .clk(clk_in),
        .rstn(sys_rstn),
        .en(digital_en),
        .data(digital_data[15:0]),
        .sel(digital_tube_sel0),
        .seg(digital_tube0)
    );
    digital_tube d1 (
        .clk(clk_in),
        .rstn(sys_rstn),
        .en(digital_en),
        .data(digital_data[31:16]),
        .sel(digital_tube_sel1),
        .seg(digital_tube1)
    );
endmodule
`default_nettype none
module uart_count (
    input wire clk,
    input wire rstn,
    input wire en,
    input wire [15:0] period,
    input wire [15:0] preset,    
    output wire q
);
    reg [15:0] count;
    always @(posedge clk) begin
        if (~rstn) begin
            count <= 0;
        end
        else begin
            if (en) begin
                if (count + 16'd1 == period) begin
                    count <= 16'd0;
                end
                else begin
                    count <= count + 16'd1;
                end
            end
            else begin
                count <= preset;
            end
        end
    end
    assign q = count + 16'd1 == period;
endmodule
module uart_tx (
    input wire clk,
    input wire rstn,
    input wire [15:0] period,
    input wire tx_start,         
    input wire [7:0] tx_data,    
    output wire txd,
    output wire tx_avai          
);
    localparam IDLE = 0, START = 1, WORK = 2, STOP = 3;
    reg [1:0] state;
    reg [7:0] data;          
    reg [2:0] bit_count;     
    wire count_en = state != IDLE;
    wire count_q;
    uart_count count (
        .clk(clk), .rstn(rstn), .period(period), .en(count_en), .q(count_q),
        .preset(16'b0)  
    );
    always @(posedge clk) begin
        if (~rstn) begin
            state <= IDLE;
            data <= 0;
            bit_count <= 0;
        end
        else begin
            case (state)
                IDLE: begin
                    if (tx_start) begin
                        state <= START;
                        data <= tx_data;
                    end
                end
                START: begin
                    if (count_q) begin
                        state <= WORK;
                        bit_count <= 3'd7;
                    end
                end
                WORK: begin
                    if (count_q) begin
                        data <= {1'b0, data[7:1]};  
                        if (bit_count == 0) begin
                            state <= STOP;
                        end
                        else begin
                            bit_count <= bit_count - 3'd1;
                        end
                    end
                end
                STOP: begin
                    if (count_q) begin
                        state <= IDLE;
                    end
                end
            endcase
        end
    end
    assign tx_avai = state == IDLE;
    assign txd = (state == IDLE || state == STOP) ? 1'b1 :
                 (state == START) ? 1'b0 : data[0];
endmodule
module uart_rx (
    input wire clk,
    input wire rstn,
    input wire [15:0] period,
    input wire rxd,
    input wire rx_clear,         
    output reg [7:0] rx_data,    
    output reg rx_ready          
);
    localparam IDLE = 0, START = 1, WORK = 2, STOP = 3;
    wire count_en = state != IDLE;
    wire count_q;
    uart_count count (
        .clk(clk), .rstn(rstn), .period(period + 15'b1), .en(count_en), 
        .q(count_q), .preset(period >> 1)  
    );
    reg [1:0] state;
    reg [7:0] buffer;        
    reg [2:0] bit_count;     
    always @(posedge clk) begin
        if (~rstn) begin
            state <= 0;
            buffer <= 0;
            bit_count <= 0;
        end
        else begin
            case (state)
                IDLE: begin
                    if (~rxd) begin
                        state <= START;
                        buffer <= 0;
                    end
                end
                START: begin
                    if (count_q) begin
                        state <= WORK;
                        bit_count <= 3'd7;
                    end
                end
                WORK: begin
                    if (count_q) begin
                        if (bit_count == 0) begin
                            state <= STOP;
                        end
                        else begin
                            bit_count <= bit_count - 3'd1;
                        end
                        buffer <= {rxd, buffer[7:1]};    
                    end
                end
                STOP: begin
                    if (count_q) begin
                        state <= IDLE;
                    end
                end
            endcase
        end
    end
    always @(posedge clk) begin
        if (~rstn) begin
            rx_data <= 0;
            rx_ready <= 0;
        end
        else begin
            if (rx_clear) begin
                rx_data <= 0;
                rx_ready <= 0;
            end
            else if (state == STOP && count_q) begin     
                rx_data <= buffer;
                rx_ready <= 1;
            end
        end
    end
endmodule
```

==> results.ini <==
[detailed_routing]
ant_nets=0
wl_per_cell_um=26.1
drc=0
dr.pass1.iters=6
via_per_inst=6.71
vias=25100
drt_iter0_markers=2510
route.final.wire_length_um=97600

[worst_setup_path]
crit_end=digital_tube1[2]
cp_max_fo=13
endpoint_kind=output pin
cp.arrival_ns=15.65
start_kind=input pin
path_class=input pin to output pin
timing.rr.start=led_counter[0]$_SDFF_PP0_
reg2reg_slack_ns=32.46
startpoint=user_key[0]
crit_required_ns=29.36
r2r_end=light[28]$_SDFFE_PN0N_
r2r_cells=13

[clock_network]
cts-resized-gates=0
clk_pin_slew_worst_paths_ns=0.06
post_cts_buffers=0
clockRootBuffer=clkbuf_16
cts_tree=yes
hold_buffers=0
htreeDepth=1
clock_tree.buffer_depth=3
clock-sinks=208
cts_made_buffers=25
clock_latency_ns=0.54

[placed_design]
dpl_cell_area_mm2=0.0257
io_buffers=134
dpl_worst_slack_ns=13.80
dp_cells=3690
place.gp.congestion=1.11
hpwl_um=73800

[timing]
fmax_mhz=43.5
setup_violations=0
relSlewSlack=0.280
slew_violations=0
rsz0062_at_grt=no
setup_slack_ns=13.71
tns_ns=0
period_needed_ns=22.99
clock_skew_ns=0.0161
period_used_share=0.626
hold_viol_final=0
worst_pin_slew_ns=1.07

[grt]
grt_max_degree=59
grt_overflow_total=0
grt_usage=0.399
antenna_found_initial=6
grt_pass1_vias=23100
grt_pass1_wl_um=146000

[synth]
ys_sh_xor=0.0785
syn-mean-instance-area_um2=7.89
mux_share=0.150
ys_cells=3091
synth-edff-count=0
ys_chip_area_mm2=0.0244
synth.distinct_cells=119
async_flop_share=0
yosysWarnings=5
ys_seq_frac=0.171
synth-seq-cells=208
syn_area_mm2=0.0244
ff_type=dfxtp_1
postSynthCellCount=3091
synth-simple-area-share=0.236
fa_ha_area_frac=0.0778
top_logic_kind=simple AND/OR/NAND/NOR gates
aoi_share=0.203

[layout]
layout_top_cells=nor2_1 (350), nand2_1 (256), dfxtp_1 (208), mux2i_1 (151), ha_1 (150)
drive_gt1_frac=0.105
area_delta_synth_final_pct=8.86
utilization=0.553
n_fill_cell=4280
final_common_cell=nor2_1
fin_cells=3737
fin_area_mm2=0.0265

[power]
leakage_nw=10.1
p_per_area_mw_per_mm2=29.3
max-vdd-ir-drop_uv=42.6

[die]
fp_util=0.508
core-area_mm2=0.0479
die_x_um=223
num_rows=80
ios=141
die_h_um=223
dieArea_mm2=0.0496

[run_status]
outcome=completed

[job]
warnings=96
maxCapViolCount=0

[worst_hold_path]
hp-class=flop to flop

[per-stage QoR]
stage	hold WS, ns	power (mW)
2_1_floorplan	0.430	0.435
3_3_place_gp	0.444	0.513
3_5_place_dp	0.452	0.515
4_1_cts	0.458	0.771
5_1_grt	0.470	0.810
6_report	0.457	0.778
[worst min path at each step]
stage,start,end,slack [ns],depth (start not counted)
final,rx.buffer[0]$_SDFFE_PN0P_,rx.buffer[0]$_SDFFE_PN0P_,0.46,2
after CTS,rx.buffer[0]$_SDFFE_PN0P_,rx.buffer[0]$_SDFFE_PN0P_,0.46,2
after global routing,rx.buffer[0]$_SDFFE_PN0P_,rx.buffer[0]$_SDFFE_PN0P_,0.47,2
[sequential cells by signal, indices dropped and copies added (netlist names)]
signal	count
d0.counter	32
d1.counter	32
led_counter	32
light	32
rx.count.count	16
tx.count.count	16
byte_disp	8
rx.buffer	8
rx.rx_data	8
tx.data	8
rx.bit_count	3
tx.bit_count	3
d0.select	2
d1.select	2
rx.state	2
tx.state	2
led_speed	1
rx.rx_ready	1
[cells in the mapped netlist (23+ instances only)]
| cell type | number | area (µm²) |
|---|---|---|
| nor2_1 | 352 | 1320 |
| nand2_1 | 256 | 961 |
| dfxtp_1 | 208 | 4160 |
| mux2i_1 | 151 | 1510 |
| ha_1 | 150 | 1880 |
| inv_1 | 142 | 533 |
| nand3_1 | 128 | 641 |
| o21ai_0 | 128 | 641 |
| a21oi_1 | 120 | 601 |
| xnor2_1 | 118 | 1030 |
| clkbuf_1 | 117 | 439 |
| xor2_1 | 95 | 832 |
| nor3_1 | 85 | 425 |
| nand4_1 | 67 | 419 |
| mux2_2 | 64 | 721 |
| and3_1 | 51 | 319 |
| mux4_2 | 50 | 1130 |
| a211oi_1 | 47 | 353 |
| nor4_1 | 38 | 238 |
| buf_4 | 37 | 278 |
| a31oi_1 | 35 | 219 |
| buf_2 | 33 | 165 |
| buf_6 | 32 | 360 |
| o211ai_1 | 29 | 218 |
| a221oi_1 | 26 | 228 |
| and2_1 | 26 | 163 |
| nand2b_1 | 23 | 144 |
| o22ai_1 | 23 | 144 |
[metal layers]
metal / vias to the layer above / part of all wire / global-route usage
li1: 11400 / - / -
met1: 11900 / 0.41 / 0.540
met2: 1456 / 0.40 / 0.554
met3: 329 / 0.14 / 0.177
met4: 8 / 0.056 / 0.170
met5: - / 0.00049 / 0
[worst max-delay path, stage by stage]
cell	delay, ns
clkdlybuf4s50_1	0.65
ha_1	0.56
nand4_1	0.43
or3b_2	0.76
nor2_1	0.14
a21oi_1	0.08
fa_1	0.44
a21o_1	0.23
a221oi_2	0.44
o21ai_0	0.23
o311ai_0	0.40
xnor2_1	0.14
a221oi_2	0.36
and3b_1	0.44
nand4_2	0.38
o31ai_1	0.35
a21oi_1	0.10
a211oi_1	0.66
inv_1	0.23
ha_1	0.26
o41ai_1	0.38
a311o_1	0.17
clkdlybuf4s50_1	0.45
[power by group]
part	total [mW]	switching [mW]	internal [mW]
registers	0.241	0.00722	0.234
logic	0.280	0.177	0.104
clock network	0.256	0.0978	0.158
total	0.778	0.282	0.496
[area by class of cell]
cell class / count / area [µm²] / share of cell area
flip-flops and latches: 208 / 4160 / 0.157
multi-input cells: 2500 / 18200 / 0.686
clock inverters: 10 / 139 / 0.00523
diodes: 2 / 5.00 / 0.000189
well taps: 615 / 769 / 0.0290
inverters: 147 / 554 / 0.0209
clock buffers: 35 / 723 / 0.0273
repair buffers: 220 / 1970 / 0.0742
[cells by family after synthesis]
| family | after synthesis |
|---|---|
| other | 1 |
| muxes | 277 |
| and+or+nand+nor | 1161 |
| xor gates and xnor gates | 216 |
| buffers and inverters | 388 |
| DFF | 208 |
| adders and majority gates | 151 |
| AOI/OAI and AO/OA | 689 |
Power figures rest on the tool's default switching activity, not on a simulated workload.
